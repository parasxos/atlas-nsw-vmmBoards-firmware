==> design/flow/design.v <==
`timescale 1ns / 1ps
module xadc_read
(
    input           clk125,
    input           rst,
    input           start,
    input   [4:0]   ch_sel,
    input           busy_xadc,
    input           drdy,
    input   [4:0]   channel,
    input   [15:0]  do_out,
    input           eoc,
    input           eos,
    output          done,
    output  [11:0]  result,
    output          convst,
    output  [6:0]   daddr,
    output          den,
    output          dwe,
    output  [15:0]  di,
    output          rst_xadc,
    output  [3:0]   mux_select
);
wire [1:0]      rw;  
wire [6:0]      drp_addr;
wire            drp_done;
reg [3:0]       st_drp;
reg [3:0]       st;
reg             drp_done_r;
reg             den_r;
reg             dwe_r;
reg [6:0]       daddr_r;
reg [1:0]       rw_r;
reg [6:0]       drp_addr_r;
reg [15:0]      drp_data_out_r;
reg [15:0]      drp_data_in_r;
reg [15:0]      di_r;
reg [15:0]      config_reg_r;
reg             convst_r;
reg             done_r;
reg [11:0] result_r;
reg         first;
reg [5:0]   cnt_delay;
reg         rst_xadc_r;
reg [4:0]   config_in_r;
reg [4:0]   input_select_r;
reg [3:0]   mux_select_r;
parameter idle = 4'b0, st1 = 4'b1, st2 = 4'b10, st3 = 4'b11, st4 = 4'b100, st5 = 4'b101, st6 = 4'b110, st7 = 4'b111;
parameter st8 = 4'b1000, st9 = 4'b1001, st10 = 4'b1010, st11 = 4'b1011, st12 = 4'b1100, st13 = 4'b1101;
parameter st14 = 4'b1110, st15 = 4'b1111;
assign den = den_r;
assign dwe = dwe_r;
assign daddr = daddr_r;
assign drp_done = drp_done_r;
assign rw = rw_r;
assign drp_addr = drp_addr_r;
assign di = di_r;
assign convst = convst_r;
assign done = done_r;
assign result = result_r;
assign rst_xadc = rst_xadc_r;
assign mux_select = mux_select_r;
always @(posedge clk125)
begin
    if (start == 1'b1)
        config_in_r <= ch_sel;
    else
        config_in_r <= config_in_r;
end
always @(config_in_r)
begin
    case (config_in_r)
        5'b00000 : begin input_select_r <= 5'h18; mux_select_r <= 4'b1000; end  
        5'b00001 : begin input_select_r <= 5'h11; mux_select_r <= 4'b1000; end  
        5'b00010 : begin input_select_r <= 5'h12; mux_select_r <= 4'b1000; end  
        5'b00011 : begin input_select_r <= 5'h13; mux_select_r <= 4'b1000; end  
        5'b00100 : begin input_select_r <= 5'h18; mux_select_r <= 4'b1000; end  
        5'b00101 : begin input_select_r <= 5'h19; mux_select_r <= 4'b1000; end  
        5'b00110 : begin input_select_r <= 5'h1a; mux_select_r <= 4'b1000; end  
        5'b00111 : begin input_select_r <= 5'h1b; mux_select_r <= 4'b1000; end  
        5'b10000 : begin input_select_r <= 5'h03; mux_select_r <= 4'b0000; end  
        5'b10001 : begin input_select_r <= 5'h03; mux_select_r <= 4'b0001; end  
        5'b10010 : begin input_select_r <= 5'h03; mux_select_r <= 4'b0010; end  
        5'b10011 : begin input_select_r <= 5'h03; mux_select_r <= 4'b0011; end  
        5'b10100 : begin input_select_r <= 5'h03; mux_select_r <= 4'b0100; end  
        5'b10101 : begin input_select_r <= 5'h03; mux_select_r <= 4'b0101; end  
        5'b10110 : begin input_select_r <= 5'h03; mux_select_r <= 4'b0110; end  
        5'b10111 : begin input_select_r <= 5'h03; mux_select_r <= 4'b0111; end  
        5'b11000 : begin input_select_r <= 5'h03; mux_select_r <= 4'b1000; end  
        5'b11001 : begin input_select_r <= 5'h03; mux_select_r <= 4'b1001; end  
        5'b11010 : begin input_select_r <= 5'h03; mux_select_r <= 4'b1010; end  
        5'b11011 : begin input_select_r <= 5'h03; mux_select_r <= 4'b1011; end  
        5'b11100 : begin input_select_r <= 5'h03; mux_select_r <= 4'b1100; end  
        5'b11101 : begin input_select_r <= 5'h03; mux_select_r <= 4'b1101; end  
        5'b11110 : begin input_select_r <= 5'h03; mux_select_r <= 4'b1110; end  
        5'b11111 : begin input_select_r <= 5'h03; mux_select_r <= 4'b1111; end  
        default : begin input_select_r <= 5'h03; mux_select_r <= 4'b1111; end  
    endcase
end
always @(posedge clk125)
begin
    if (rst)
        begin
            st <= idle;
            done_r <= 1'b0;
            first <= 1'b0;
            cnt_delay <= 6'b0;
        end
    else if (1'b1)
    begin
    case (st)
        idle :
            begin
                done_r <= 1'b0;
                if (start == 1'b1)  
                    begin
                        if (first == 1'b1)  
                            begin
                                st <= st4;
                                rw_r <= 2'b01;  
                                drp_addr_r <= 7'h40;  
                            end
                        else  
                            begin
                                st <= st1;
                                rw_r <= 2'b01;  
                                drp_addr_r <= 7'h41;  
                            end
                    end
                else
                    st <= idle;
            end
        st1 :  
            begin
                rw_r <= 2'b0;
                if (drp_done == 1'b1)
                    begin
                        config_reg_r <= drp_data_out_r;  
                        st <= st2;
                    end
                else
                    st <= st1;
            end
        st2 :  
            begin
                rw_r <= 2'b10;  
                drp_addr_r <= 7'h41;  
                drp_data_in_r <= {4'b0011, config_reg_r[11:0]};  
                st <= st3;
            end
        st3 :  
            begin
                rw_r <= 2'b0;
                if (drp_done == 1'b1)
                    begin
                        first <= 1'b1;
                        st <= st4;
                    end
                else
                    st <= st3;
            end
        st4 :  
            begin
                if (busy_xadc == 1'b0)
                    begin
                        rw_r <= 2'b01;  
                        drp_addr_r <= 7'h40;  
                        st <= st5;
                    end
                else
                    st <= st4;
            end
        st5 :  
            begin
                rw_r <= 2'b0;
                if (drp_done == 1'b1)
                    begin
                        config_reg_r <= drp_data_out_r;  
                        st <= st6;
                    end
                else
                    st <= st5;
            end
        st6 :  
            begin
                rw_r <= 2'b10;  
                drp_addr_r <= 7'h40;
                drp_data_in_r <= {config_reg_r[15:5], input_select_r};
                st <= st7;
            end
        st7 :  
            begin
                rw_r <= 2'b0;
                if (drp_done == 1'b1)
                    begin
                        st <= st15;
                    end
                else
                    st <= st7;
            end
        st8 :  
            begin
                if (busy_xadc == 1'b0)
                    begin
                        convst_r <= 1'b1;  
                        st <= st9;
                    end
                else
                    st <= st8;
            end
        st9 :  
            begin
                convst_r <= 1'b0;
                if (eoc == 1'b1)  
                    begin
                        if (channel != input_select_r)  
                            st <= st8;
                        else
                            begin
                                drp_addr_r <= {2'b0, input_select_r};
                                rw_r <= 2'b01;  
                                st <= st10;
                            end
                    end
                else
                    st <= st9;
            end
        st10 :  
            begin
                rw_r <= 2'b0;
                if (drp_done == 1'b1)
                    begin
                        result_r <= drp_data_out_r[15:4];  
                        st <= st11;
                    end
                else
                    st <= st10;
            end
        st11 :  
            begin
                if (start == 1'b0)
                    begin
                        st <= idle;
                        done_r <= 1'b1;
                    end
                else
                    st <= st11;
            end
        st15 :  
            begin
                if (busy_xadc == 1'b0)
                    begin
                        if (cnt_delay == 6'b111111)
                            st <= st8;
                        else
                            st <= st15;
                        cnt_delay <= cnt_delay + 1'b1;
                    end
            end
    default :
        st <= idle;
    endcase
    end
end
always @(posedge clk125)
begin
    if (rst)
        begin
            st_drp <= idle;
            drp_done_r <= 1'b0;
        end
    else if (1'b1)
        begin
        case (st_drp)
            idle :
                begin
                    if (rw == 2'b01)  
                        begin
                            drp_done_r <= 1'b0;
                            daddr_r <= drp_addr;
                            den_r <= 1'b1;
                            st_drp <= st1;
                        end
                    else if (rw == 2'b10)  
                        begin
                            drp_done_r <= 1'b0;
                            daddr_r <= drp_addr;
                            den_r <= 1'b1;
                            dwe_r <= 1'b1;
                            di_r <= drp_data_in_r;
                            st_drp <= st2;
                        end
                    else
                        begin
                            drp_done_r <= 1'b0;
                            st_drp <= idle;
                        end
                end
            st1 :
                begin
                    den_r <= 1'b0;
                    if (drdy == 1'b1)  
                        begin
                            drp_data_out_r <= do_out;
                            drp_done_r <= 1'b1;
                            st_drp <= idle;
                        end
                    else
                        st_drp <= st1;
                end
            st2 :
                begin
                    den_r <= 1'b0;
                    dwe_r <= 1'b0;
                    if (drdy == 1'b1)  
                        begin
                            drp_done_r <= 1'b1;
                            st_drp <= idle;
                        end
                    else
                        st_drp <= st2;
                end
        default :
            st_drp <= idle;
        endcase
        end
end
endmodule
==> design/flow/run.sh <==
#!/bin/bash
# OpenROAD 26Q1-2900-gdf79404cd8, Yosys 0.63+post, stock flow scripts
make -C /OpenROAD-flow-scripts/flow DESIGN_CONFIG=/design/flow/config.mk WORK_HOME=/design/flow/orfs finish
==> design/flow/config.mk <==
export PLATFORM = sky130hd
export DESIGN_NAME = xadc_read
export DESIGN_NICKNAME = xadc_read
export VERILOG_FILES = /design/flow/design.v
export SDC_FILE = /design/flow/constraint.sdc
export NUM_CORES = 4
export LEC_CHECK = 1
export CORE_UTILIZATION = 30
==> design/flow/constraint.sdc <==
current_design xadc_read

set clk_period 2.6
set clk_io_pct 0.2

create_clock -name clk0 -period $clk_period [get_ports {clk125}]

set non_clock_inputs [all_inputs -no_clocks]
set_input_delay [expr $clk_period * $clk_io_pct] -clock clk0 $non_clock_inputs
set_output_delay [expr $clk_period * $clk_io_pct] -clock clk0 [all_outputs]
==> metrics.cfg <==
[global_route]
antenna_found_initial = 0
grt_max_degree = 30
first_global_vias = 2393
gr-usage-all-layers = 0.110
gr-total-overflow = 0
grt_pass1_wl_um = 12100

[timing]
tns_ns = 0
hold_slack_ns = 0.415
rsz0062_at_grt = no
finalCriticalPeriod_ns = 1.94
fmax_ghz = 0.516
timing.final.crit_share = 0.745
setup_viol = 0
worst_slack_ns = 0.663
hold_violations = 0
slew_viol_final = 0
finClkSkew_ns = 0.00844

[critical_path]
crit_type = primary input to flop
critPathCaptureType = flop
crit_chain = clkdlybuf4s50_1 > xnor2_1 > nand3_1 > or2_2 > a221oi_1 > buf_4
slowest_stage = clkdlybuf4s50_1
rr_endpoint = drp_addr_r[3]
required_ns = 2.72
crit_path_max_fanout = 5
critical_path.max_stage_delay_ns = 0.47
cp-start-kind = primary input
reg2regPathDepth = 5
r2r-start = input_select_r[4]
arrival_ns = 2.05
crit_end = drp_addr_r[3]
r2r_slack_ns = 0.79
startpoint = channel[4]

[yosys]
synth-edff-count = 94
async_reset_ff_frac = 0
top_cells_by_area = edfxtp_1 63%, dfxtp_1 16%, nor2_1 2.1%, a21oi_1 1.5%, nand2b_1 1.4%
syn-cell-area_um2 = 4460
synth.avg_cell_area_um2 = 15.6
flop_cell = edfxtp_1
ys.warnings.count = 2
synth.distinct_cells = 46
postSynthSeqShare = 0.790
syn_inst = 285
synth_top_area_share = 0.633
most_common_cell = edfxtp_1
yosysCellCount = 285
yosysChipArea_um2 = 4460
yosys.area.top_type = edfxtp_1
synth_flops = 129
common_cells = 94 x edfxtp_1, 35 x dfxtp_1, 25 x nor2_1, 13 x a21oi_1

[die]
rows = 44
fp.dieW_um = 124
fp.dieH_um = 124
core_area_um2 = 14500
dieArea_um2 = 15400
ios = 77
initial_utilization = 0.307

[placed_design]
place_hpwl_um = 5200
gp_congestion = 0.854
pre_cts_ws_ns = 0.251
dpl-instance-area_um2 = 5440
port_buffers = 72
place_inst = 540

[routing]
drc_errors = 0
first_pass_iters = 4
viasPerCell = 4.26
n_antenna_cell = 0
drt-total-wl_um = 7520
ant_nets = 0
vias = 2434
wl_per_cell_um = 13.2
drtIter0Drc = 98

[job]
openroad.warnings = 26
maxCapViolCount = 0

[layout]
finalCoreUtilization = 0.411
final_cells = 572
drive_gt1_frac = 0.131
syn_to_final_growth_pct = 34.1
finalInstanceArea_um2 = 5980

[clock_network]
cts.reportedPaths.clkPinSlew_ns = 0.05
cts_root_buf = clkbuf_16
cts_sinks = 129
insertion_delay_ns = 0.41
cts-hold-fix-buffers = 0
cts_inserted_buffers = 17
cts_tree = yes
htree_levels = 4
cts_setup_buffers = 0
cts_resized = 0
clk_path_buf_depth = 2

[power]
power_density_nw_per_um2 = 762
ir_drop_mv = 0.336
p_leak_nw = 2.06
power.total_mw = 4.55

[min_path]
hp-class = flop to flop

[run_status]
run_status = completed

power by group:
group,internal (mW),switching [mW],total [mW],leakage [nW]
sequential,2.25,0.0380,2.29,1.13
combinational,0.107,0.0715,0.178,0.667
clock,1.22,0.863,2.09,0.264
total,3.58,0.973,4.55,2.06
worst min-delay path by stage:
stage / start / end / slack, ns / cells past startpoint
after CTS: drp_data_in_r[13] / di_r[13] / 0.41 / 0
after global routing: drp_data_in_r[13] / di_r[13] / 0.42 / 0
final: drp_data_in_r[13] / di_r[13] / 0.41 / 0
cell usage in the layout, fill, tap and decap left out, types with 2 or more instances in the layout:
cell type | netlist | routed
a21oi_1 | 13 | 13
a221oi_1 | 4 | 4
and2_1 | 6 | 6
and3_1 | 6 | 6
buf_4 | 3 | 8
clkbuf_16 | 0 | 17
clkdlybuf4s50_1 | 0 | 72
clkinv_2 | 0 | 3
clkinv_4 | 0 | 6
clkinvlp_4 | 0 | 2
conb_1 | 1 | 3
dfxtp_1 | 35 | 35
edfxtp_1 | 94 | 94
inv_1 | 6 | 6
inv_4 | 0 | 2
inv_6 | 0 | 2
mux2_2 | 4 | 4
nand2_1 | 10 | 10
nand2b_1 | 10 | 10
nand3_1 | 4 | 4
nand4_1 | 3 | 3
nor2_1 | 25 | 25
nor2b_1 | 6 | 6
nor3_1 | 3 | 3
o21ai_0 | 9 | 9
or2_2 | 2 | 2
or4_1 | 2 | 2
xnor2_1 | 5 | 5
xor2_1 | 4 | 4
flip-flops by register name, summed over array words and instances (netlist names), 2 cells and up:
register	flops
mux_select	4
di_r	16
drp_data_out_r	16
st_drp	3
config_in_r	5
config_reg_r	16
daddr_r	5
rw_r	2
st	13
input_select_r	4
result_r	12
cnt_delay	6
drp_data_in_r	16
drp_addr_r	5
critical path, delay by kind of cell:
family,cells,cell delay (ns)
buf+inv,2,0.66
compound gates,1,0.31
xor+xnor,1,0.11
simple gates,2,0.44
routing by layer:
layer | vias up | routed length, µm | global-route usage
li1 | 1240 | - | -
met1 | 1113 | 3530 | 0.182
met2 | 74 | 3320 | 0.150
met3 | 7 | 579 | 0.0421
met4 | 0 | 94 | 0.0164
met5 | - | 0 | 0
logic make-up (layout without fill, tap and decap cells):
family,count (synthesis),in the layout,share of synthesized area
flip-flops,129,129,0.790
AND/OR/NAND/NOR,83,83,0.0990
AND-OR/OR-AND,40,40,0.0603
buffers and inverters,17,118,0.0168
XOR/XNOR,9,9,0.0177
multiplexers,5,5,0.0123
adder cells (fa/ha/maj),1,1,0.00281
other,1,3,0.000841
cell type report:
type                            instances  area [µm²]
Timing Repair Buffer                   80         781
Clock buffer                           17         425
Tap cell                              184         230
Multi-Input combinational cell        141         883
Inverter                                6        22.5
Sequential cell                       129        3520
Clock inverter                         15         113
Fill cell                            1320        8560
Power is estimated from default activity; no workload was simulated.
